==> flow/design.v <==
module clock_divider(
    input  wire clk,      
    input  wire reset,    
    output reg  tick      
);
    reg [19:0] count;
    always @(posedge clk) begin
        if (reset) begin
            count <= 20'd0;
            tick  <= 1'b0;
        end else if (count == 20'd999_999) begin
            count <= 20'd0;
            tick  <= 1'b1;
        end else begin
            count <= count + 1'b1;
            tick  <= 1'b0;
        end
    end
endmodule
module seven_segment_driver(
    input  wire clk,      
    input  wire  reset,     
    input  wire [3:0] digit3,    
    input  wire [3:0] digit2,    
    input  wire [3:0] digit1,    
    input  wire [3:0] digit0,    
    output reg  [6:0] seg,      
    output reg  [3:0] an,        
    output reg  dp        
);
    reg [16:0] refresh_cnt;
    reg  [1:0] refresh_idx;
    always @(posedge clk) begin
        if (reset) begin
            refresh_cnt <= 17'd0;
            refresh_idx <= 2'd0;
        end else if (refresh_cnt == 17'd99_999) begin
            refresh_cnt <= 17'd0;
            refresh_idx <= refresh_idx + 1'b1;
        end else begin
            refresh_cnt <= refresh_cnt + 1'b1;
        end
    end
    function [6:0] digit_to_seg;
        input [3:0] d;
        begin
            case (d)
                4'd0: digit_to_seg = 7'b1000000;
                4'd1: digit_to_seg = 7'b1111001;
                4'd2: digit_to_seg = 7'b0100100;
                4'd3: digit_to_seg = 7'b0110000;
                4'd4: digit_to_seg = 7'b0011001;
                4'd5: digit_to_seg = 7'b0010010;
                4'd6: digit_to_seg = 7'b0000010;
                4'd7: digit_to_seg = 7'b1111000;
                4'd8: digit_to_seg = 7'b0000000;
                4'd9: digit_to_seg = 7'b0010000;
                default: digit_to_seg = 7'b1111111;
            endcase
        end
    endfunction
    always @(*) begin
        case (refresh_idx)
            2'd0: begin
                an  = 4'b0111;          
                seg = digit_to_seg(digit3);
                dp  = 1'b1;             
            end
            2'd1: begin
                an  = 4'b1011;         
                seg = digit_to_seg(digit2);
                dp  = 1'b0;          
            end
            2'd2: begin
                an  = 4'b1101;         
                seg = digit_to_seg(digit1);
                dp  = 1'b1;
            end
            2'd3: begin
                an  = 4'b1110;         
                seg = digit_to_seg(digit0);
                dp  = 1'b1;
            end
        endcase
    end
endmodule
module stopwatch_timer(
    input  wire clk,            
    input  wire reset,          
    input  wire start_stop,     
    input  wire [1:0] mode,           
    input  wire [3:0] load_sec_tens,  
    input  wire [3:0] load_sec_ones,  
    input  wire tick,           
    output reg  [3:0] sec_tens,       
    output reg  [3:0] sec_ones,       
    output reg  [3:0] ms_tens,        
    output reg  [3:0] ms_ones         
);
    wire [3:0] init_sec_tens = (load_sec_tens <= 4'd9) ? load_sec_tens : 4'd0;
    wire [3:0] init_sec_ones = (load_sec_ones <= 4'd9) ? load_sec_ones : 4'd0;
    reg running;
    reg prev_start;
    always @(posedge clk) begin
        prev_start <= start_stop;
        if (reset) begin
            running <= 1'b0;
            case (mode)
                2'b00: begin
                    sec_tens  <= 4'd0; sec_ones <= 4'd0;
                    ms_tens   <= 4'd0; ms_ones  <= 4'd0;
                end
                2'b01: begin
                    sec_tens  <= init_sec_tens;
                    sec_ones  <= init_sec_ones;
                    ms_tens   <= 4'd0; ms_ones  <= 4'd0;
                end
                2'b10: begin
                    sec_tens  <= 4'd9; sec_ones <= 4'd9;
                    ms_tens   <= 4'd9; ms_ones  <= 4'd9;
                end
                2'b11: begin
                    sec_tens  <= init_sec_tens;
                    sec_ones  <= init_sec_ones;
                    ms_tens   <= 4'd9; ms_ones  <= 4'd9;
                end
            endcase
        end else begin
            if (~prev_start & start_stop)
                running <= ~running;
            if (running && tick) begin
                if (mode[1] == 1'b0) begin
                    if (ms_ones < 9) begin
                        ms_ones <= ms_ones + 1;
                    end else begin
                        ms_ones <= 4'd0;
                        if (ms_tens < 9) begin
                            ms_tens <= ms_tens + 1;
                        end else begin
                            ms_tens <= 4'd0;
                            if (sec_ones < 9) begin
                                sec_ones <= sec_ones + 1;
                            end else begin
                                sec_ones <= 4'd0;
                                if (sec_tens < 9) begin
                                    sec_tens <= sec_tens + 1;
                                end else begin
                                    sec_tens <= 4'd9;
                                    sec_ones <= 4'd9;
                                    ms_tens  <= 4'd9;
                                    ms_ones  <= 4'd9;
                                    running  <= 1'b0;
                                end
                            end
                        end
                    end
                end else begin
                    if (ms_ones > 0) begin
                        ms_ones <= ms_ones - 1;
                    end else begin
                        ms_ones <= 4'd9;
                        if (ms_tens > 0) begin
                            ms_tens <= ms_tens - 1;
                        end else begin
                            ms_tens <= 4'd9;
                            if (sec_ones > 0) begin
                                sec_ones <= sec_ones - 1;
                            end else begin
                                sec_ones <= 4'd9;
                                if (sec_tens > 0) begin
                                    sec_tens <= sec_tens - 1;
                                end else begin
                                    sec_tens <= 4'd0;
                                    sec_ones <= 4'd0;
                                    ms_tens  <= 4'd0;
                                    ms_ones  <= 4'd0;
                                    running  <= 1'b0;
                                end
                            end
                        end
                    end
                end
            end
        end
    end
endmodule
module top(
    input  wire        clk,       
    input  wire [4:0]  btn,       
    input  wire [15:0] sw,        
    output wire [6:0]  seg,       
    output wire [3:0]  an,        
    output wire        dp         
);
    wire       start_stop = btn[0];
    wire       reset_btn  = btn[1];
    wire [1:0] mode       = sw[1:0];
    wire [3:0] load_tens  = sw[9:6];
    wire [3:0] load_ones  = sw[5:2];
    wire tick;
    clock_divider clk_div (
        .clk   (clk),
        .reset (reset_btn),
        .tick  (tick)
    );
    wire [3:0] sec_tens, sec_ones, ms_tens, ms_ones;
    stopwatch_timer sw_timer (
        .clk           (clk),
        .reset         (reset_btn),
        .start_stop    (start_stop),
        .mode          (mode),
        .load_sec_tens (load_tens),
        .load_sec_ones (load_ones),
        .tick          (tick),
        .sec_tens      (sec_tens),
        .sec_ones      (sec_ones),
        .ms_tens       (ms_tens),
        .ms_ones       (ms_ones)
    );
    seven_segment_driver disp_drvr (
        .clk    (clk),
        .reset  (reset_btn),
        .digit3 (sec_tens),
        .digit2 (sec_ones),
        .digit1 (ms_tens),
        .digit0 (ms_ones),
        .seg    (seg),
        .an     (an),
        .dp     (dp)
    );
endmodule
==> flow/run.sh <==
#!/bin/bash
# OpenROAD 26Q1-2900-gdf79404cd8, Yosys 0.63+post, stock flow scripts
make -C /OpenROAD-flow-scripts/flow DESIGN_CONFIG=/design/flow/config.mk WORK_HOME=/design/flow/orfs finish
==> flow/constraint.sdc <==
current_design top

set clk_period 7.0
set clk_io_pct 0.2

create_clock -name clk0 -period $clk_period [get_ports {clk}]

set non_clock_inputs [all_inputs -no_clocks]
set_input_delay [expr $clk_period * $clk_io_pct] -clock clk0 $non_clock_inputs
set_output_delay [expr $clk_period * $clk_io_pct] -clock clk0 [all_outputs]
==> flow/config.mk <==
export PLATFORM = sky130hd
export DESIGN_NAME = top
export DESIGN_NICKNAME = top
export VERILOG_FILES = /design/flow/design.v
export SDC_FILE = /design/flow/constraint.sdc
export NUM_CORES = 4
export LEC_CHECK = 1
export CORE_UTILIZATION = 50
==> results.toml <==
# synthesis and place-and-route metrics
[yosys]
ys_area_sq_um = 5010
ff_type = "dfxtp_1"
top_area_share_pct = 28.0
ys_cells = 568
synthMostInstantiatedCell = "nor2_1"
top_cells_by_count = "nor2_1 (71), dfxtp_1 (70), inv_1 (42)"
numSynthFlops = 86
syn_avg_cell_area_sq_um = 8.82
ys_seq_share_pct = 37.6
yosys_warnings = 3
synth_area_leader_cell = "dfxtp_1"
synth_area_sq_um = 5010
edf_count = 16
top_cells_by_area = "dfxtp_1 (28%), edfxtp_1 (9.6%), ha_1 (8.5%)"
synthArstFlopShare_pct = 0
synth_cell_types = 64
syn_inst = 568

[status]
outcome = "completed"

[run]
warnings = 57
max_cap_viol_count = 0

[clocking]
ctsRootBufferMaster = "clkbuf_8"
post_cts_buffers = 0
cts_sinks = 86
clockBufferDepth = 2
cts_tree = "yes"
numCtsBuffers = 9
clkSlewWorstSetupHoldPaths_ns = 0.08
hold_buffers = 0
h-tree-depth = 3
insertion_delay_ns = 0.35
cts_resized = 0

[sta]
max_freq_mhz = 213
post-route-min-period_ns = 4.70
hold_viol = 0
grt_setup_unrepaired = "false"
setup_slack_ns = 2.30
period_used_pct = 67.2
clock_skew_ns = 0.0124
setup_viol = 0
slew_headroom_pct = 43.4
whs_ns = 0.464
tns_ns = 0
worstMarginPinSlew_ns = 0.825
slew_viol_final = 0

[power_and_ir_drop]
p_leak_uw = 0.00224
seqPwrFrac_pct = 52.4
total_power_uw = 1110
switching_share_pct = 29.5
pwr-share-comb_pct = 19.1
powerDensity_nw_per_um2 = 201
clkPwrFrac_pct = 28.5
p_int_uw = 780
peakVddDrop_mv = 0.116
power_switching_uw = 326

[layout]
syn2layout_area_growth_pct = 10.1
drive_gt1_share_pct = 6.97
fin_area_sq_um = 5520

[global_routing]
grt_usage_pct = 21.0
overflow = 0
grt_max_degree = 26
busiest_layer = "met2"
use_met2_pct = 34.8
grt_pass1_vias = 3650
grt_pass1_wl_um = 16900
use_met3_pct = 2.78
antenna_found_initial = 0
met1_usage_pct = 30.9

[critical_path]
crit_chain = "clkdlybuf4s50_1, inv_1, nor2_1, a22oi_1, nand2_4, mux2i_1, inv_1, ha_1, mux2i_1, a21oi_1"
ff2ff_setup_slack_ns = 3.50
r2r_cells = 11
crit_buf_inv = 3
reg2reg_from = "sw_timer.ms_ones[0]"
crit_type = "primary input to flop"
cp.arrival_ns = 4.92
path_delay_family = "buffers and inverters"
slowest_stage = "clkdlybuf4s50_1"
cp-start-kind = "primary input"
worst_setup_path_end_kind = "flop"
crit_fanout = 15
slowest_delay_ns = 0.85
crit_required_ns = 7.21

[detailed_routing]
drt_iter0_markers = 121
ant_nets = 0
wl_um = 9920
vias_per_cell = 5.38
dr.pass1.iters = 7
drc = 0
vias = 3880
post_drt_wl_per_cell_um = 13.8
antenna_cells_inserted = 0

[place]
dp_hpwl_um = 7280
io_buffers = 24
place_area_sq_um = 5340
gp_congestion = 0.852
pre_cts_ws_ns = 1.98

[min_path]
min_from = "disp_drvr.refresh_cnt[0]"
hold_depth = 1
whs_endpoint = "disp_drvr.refresh_cnt[0]"
min_path_type = "flop to flop"

[floorplan]
dieArea_sq_um = 10400
die_w_um = 102
rows = 36
fp.dieH_um = 102
core_sq_um = 9730
initial_core_util_pct = 51.5
num_io_pins = 34
cells by family (layout without fill, tap and decap cells):
| group | count (synthesis) | count (layout) | share of synthesized area (%) |
|---|---|---|---|
| DFF | 86 | 86 | 37.6 |
| muxes | 29 | 29 | 6.59 |
| and+or+nand+nor | 202 | 202 | 20.2 |
| adders and majority gates | 34 | 34 | 8.49 |
| AOI/OAI and AO/OA | 120 | 120 | 16.4 |
| xor gates and xnor gates | 34 | 34 | 5.94 |
| buffers and inverters | 63 | 83 | 4.79 |
worst max-delay path by stage:
stage,cells after the start,startpoint,to
final,10,sw[1],flop
after global routing,10,sw[1],flop
after CTS,10,sw[1],flop
layer usage:
layer | vias up | part of all wire, % | wire, um
met2 | 45 | 47 | 4640
met1 | 1770 | 49 | 4840
li1 | 2050 | - | -
met3 | 15 | 2.8 | 281
met4 | 0 | 1.5 | 151
met5 | - | 0 | 0
per-stage QoR:
step           util [%]  instances
3_3_place_gp       54.9        705
4_1_cts            56.7        721
3_5_place_dp       54.9        705
6_report           56.7        721
5_1_grt            56.7        721
2_1_floorplan         -        568
layout make-up:
| cell class | instances | area, sq um |
|---|---|---|
| inverters | 42 | 158 |
| clock inverters | 5 | 42.5 |
| clock buffers | 11 | 131 |
| repair buffers | 25 | 248 |
| well taps | 133 | 166 |
| multi-input cells | 419 | 2890 |
| fillers | 907 | 4210 |
| flip-flops and latches | 86 | 1880 |
cell usage in the layout, fill, tap and decap left out, types with 9 or more instances in the layout:
| master | n |
|---|---|
| clkdlybuf4s50_1 | 24 |
| o21ai_0 | 21 |
| edfxtp_1 | 16 |
| nand2_1 | 36 |
| clkbuf_8 | 9 |
| nor2_1 | 71 |
| nand2b_1 | 13 |
| mux2i_1 | 19 |
| inv_1 | 42 |
| xor2_1 | 23 |
| dfxtp_1 | 70 |
| xnor2_1 | 11 |
| ha_1 | 34 |
| nand3_1 | 24 |
| a21oi_1 | 40 |
power groups by stage:
| stage | logic, uW | registers, uW | clock network, uW |
|---|---|---|---|
| after CTS | 213 | 580 | 324 |
| after global routing | 241 | 586 | 344 |
| final | 211 | 580 | 315 |
Power is estimated from default activity; no workload was simulated.
